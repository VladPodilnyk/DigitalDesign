==> design.v <==
module part2(v, d);
  input [3:0] v;
  output [13:0] d;
  wire [3:0] a;
  wire z;
  wire [3:0] select_d0;
  comparator comp(.v(v), .z(z));
  mux2_4bit mux(.v(v), .a(a), .sel(z), .out(select_d0));
  circuit_A  cA(.v(v), .a(a));
  convert_Z_signal zconv(.z(z), .out(d[13:7]));
  seven_bit_decoder bcd_dec(.in_d(select_d0), .out(d[6:0]));  
endmodule
module comparator(v, z);
  input [3:0] v;
  output z;
  assign z = (v[3] & v[1]) | (v[3] & v[2]);
endmodule
module mux2_4bit(v, a, sel, out);
  input [3:0] v;
  input [3:0] a;
  input sel;
  output [3:0] out;
  assign out = sel ? a : v;
endmodule
module circuit_A(v, a);
  input [3:0] v;
  output [3:0] a;
  assign a[0] = v[3] & v[0];
  assign a[1] = v[2] & ~v[1];
  assign a[2] = v[2] & v[1];
  assign a[3] = 0;
endmodule
module seven_bit_decoder(in_d, out);
  input [3:0] in_d;
  output [6:0] out;
  assign out[0] = ~(in_d[3] | in_d[1] | (in_d[2] & in_d[0]) | (~in_d[2] & ~in_d[0]));
  assign out[1] = ~(in_d[3] | ~in_d[2]| (in_d[1] & in_d[0]) | (~in_d[3] & ~in_d[1] & ~in_d[0]));
  assign out[2] = ~(in_d[3] | in_d[2] | ~in_d[1] | in_d[0]);
  assign out[3] = ~(in_d[3] | (~in_d[2] & in_d[1]) | (in_d[1] & ~in_d[0]) | (~in_d[2] & ~in_d[0])
                  | (~in_d[3] & in_d[2] & ~in_d[1] & in_d[0]));
  assign out[4] = ~((~in_d[2] & ~in_d[0]) | (in_d[1] & ~in_d[0]));
  assign out[5] = ~(in_d[3] | (in_d[2] & ~in_d[0]) | (in_d[2] & ~in_d[1]) | (~in_d[3] & ~in_d[1] & ~in_d[0]));
  assign out[6] = ~(in_d[3] | (~in_d[2] & in_d[1]) | (in_d[2] & ~in_d[0]) | (in_d[2] & ~in_d[1]));  
endmodule
module convert_Z_signal(z, out);
  input z;
  output [6:0] out;
  assign out[6] = 1;
  assign out[5:3] = {3{z}};
  assign out[0] = z;
  assign out[2:1] = 0;
endmodule
module part5 (a, b, carry_in, sum);
    input [3:0] a;
    input [3:0] b;
    input carry_in;
    output [13:0] sum;
    reg [4:0] T0;
    reg [3:0] Z0, S0, S1;
    reg c1;
    always @ (*) begin
      T0 = a + b + carry_in;
      if (T0 > 9) begin
        Z0 = 10;
        c1 = 1;
      end else begin
        Z0 = 0;
        c1 = 0;
      end
      S0 = T0 - Z0;
      S1 = c1;
    end
    seven_bit_decoder b2d_dec0(.in_d(S0), .out(sum[6:0]));
    seven_bit_decoder b2d_dec1(.in_d(S1), .out(sum[13:7]));
endmodule
==> run.sh <==
#!/bin/bash
# OpenROAD 26Q1-2900-gdf79404cd8, Yosys 0.63+post, stock flow scripts
make -C /OpenROAD-flow-scripts/flow DESIGN_CONFIG=/design/flow/config.mk WORK_HOME=/design/flow/orfs finish
==> config.mk <==
export PLATFORM = sky130hd
export DESIGN_NAME = part5
export DESIGN_NICKNAME = part5
export VERILOG_FILES = /design/flow/design.v
export SDC_FILE = /design/flow/constraint.sdc
export NUM_CORES = 4
export LEC_CHECK = 1
export CORE_AREA = 10 10 70 70
export DIE_AREA = 0 0 80 80
==> constraint.sdc <==
current_design part5

set clk_period 8.3
set clk_io_pct 0.2

create_clock -name clk0 -period $clk_period

set non_clock_inputs [all_inputs -no_clocks]
set_input_delay [expr $clk_period * $clk_io_pct] -clock clk0 $non_clock_inputs
set_output_delay [expr $clk_period * $clk_io_pct] -clock clk0 [all_outputs]
==> flow_summary.ini <==
; physical design summary
[sta]
final.setup.worst_slack_ns = 0.988
max_freq_mhz = 137
setup_viol = 0
post-route-min-period_ns = 7.31
final_max_slew_viol_count = 0
tns_ns = 0
hold_viol_final = 0
tightestPinTransition_ns = 0.489
maxSlewHeadroom = 0.669
grt_setup_unrepaired = no
period_used_share = 0.881

[min_path]
hold_start = carry_in
hold_path_end = sum[2]
min_path_cells = 4
worstHoldPathType = input port to output port

[die]
fp_util = 0.121
die_w_um = 80
die_area_um2 = 6400
ioPinCount = 23
num_rows = 21
core-area_um2 = 3420
die_y_um = 80

[cells_and_area]
utilization = 0.179
ff_latch_area_um2 = 0
layout-drive-gt1-share = 0.0476
n_clock_buffer = 0
syn2layout_area_growth_pct = 48.9
ff_count = 0

[setup_path]
arrival_ns = 5.65
cp.required_ns = 6.64
crit_path_max_fanout = 6
start_kind = input port
crit_type = input port to output port
cp-end-kind = output port

[synth]
synth_area_um2 = 412
synth_cells = 51
ys_warn_count = 1
syn_area_per_cell_um2 = 8.07
yosys_area_um2 = 412
synth_cell_type_count = 25
yosysCellCount = 51
synth_seq_share = 0

[run]
maxCapViolCount = 0
tool_warnings = 32

[grt]
antenna_found_initial = 0
grt_max_degree = 9
grt_pass1_vias = 388
grt_pass1_wl_um = 1750
gr-total-overflow = 0
grt.total_usage = 0.0322

[detailed_routing]
avgViaCountPerCell = 3.45
antenna_left = 0
vias = 376
drt_iter0_markers = 3
firstDrtPassIters = 4
drc_errors = 0
wl_um = 1020
n_antenna_cell = 0
wl_per_cell_um = 9.37

[power]
switchingPower_mw = 0.0364
combPwrFrac = 1.000
power.leakage_nw = 0.237
seq_power_share = 0
clkPwrFrac = 0
powerDensity_nw_per_um2 = 148
swShare = 0.402
ir_worst_vdd_uv = 21.4
p_int_mw = 0.0542

[placed_design]
pre_cts_ws_ns = 0.947
io_buffers = 20
dp_hpwl_um = 962
gp_congestion = 0.796

[clock_network]
cts_hold_buf = 0
cts_setup_buffers = 0
cts_resized = 0

[run_status]
status = completed
## synth_stat cells
cell       number  area share
and2_1          1       0.015
o21ai_1         1       0.012
clkbuf_1        2       0.018
ha_1            5        0.15
fa_1            2       0.097
nor4b_2         1       0.036
and3_1          1       0.015
and4_1          1       0.021
a2111oi_4       1       0.067
nor3_1          3       0.036
nand3b_1        1       0.018
xnor2_1         1       0.021
or3_4           1       0.027
buf_4           7        0.13
nor2_1          2       0.018
a21oi_1         3       0.036
inv_1           3       0.027
o21bai_1        1       0.018
nand2_1         2       0.018
a21o_1          2       0.036
a211o_1         1       0.021
xor2_1          2       0.043
conb_1          2       0.018
a211oi_1        4       0.073
nor4bb_1        1       0.024
## worst max path at each step
stage                 start  endpoint  slack [ns]
final                  a[0]    sum[6]        0.99
after global routing   a[0]    sum[2]        0.71
after CTS              a[0]    sum[3]        0.95
## final cells by class
type | count | area, µm²
Fill cell | 385 | 2800
Multi-Input combinational cell | 40 | 344
Timing Repair Buffer | 20 | 200
Tap cell | 46 | 57.6
Inverter | 3 | 11.3
## layer usage
layer | up-vias | track usage | part of all wire | wire length [µm]
li1 | 200 | - | - | -
met1 | 165 | 0.0418 | 0.44 | 450
met2 | 11 | 0.0538 | 0.48 | 488
met3 | 0 | 0.0102 | 0.080 | 82
met4 | 0 | 0 | 0 | 0
met5 | - | 0 | 0 | 0
## cells by family (layout without fill, tap and decap cells)
family                     count (synthesis)  count (layout)  synth area share
AOI/OAI and AO/OA                         13              13             0.264
xor gates and xnor gates                   3               3            0.0638
adders and majority gates                  7               7             0.249
buffers and inverters                     12              23             0.173
other                                      2               3            0.0182
and+or+nand+nor                           14              14             0.231
## power groups by stage
stage	registers [mW]	clock network [mW]	logic (mW)
4_1_cts	0	0	0.0928
5_1_grt	0	0	0.102
6_report	0	0	0.0905
## per-stage QoR
step | total power, mW | hold WS, ns | cells | cell area (µm²)
2_1_floorplan | 0.0523 | 3.76 | 52 | 415
3_3_place_gp | 0.0917 | 4.63 | 109 | 613
3_5_place_dp | 0.0928 | 4.65 | 109 | 613
4_1_cts | 0.0928 | 4.65 | 109 | 613
5_1_grt | 0.102 | 4.73 | 109 | 613
6_report | 0.0905 | 4.63 | 109 | 613
## cell usage in the layout, fill, tap and decap left out, types with 2 or more instances in the layout
cell type / synthesis / routed
clkdlybuf4s50_1: 0 / 20
ha_1: 5 / 5
a211oi_1: 4 / 4
a21oi_1: 3 / 3
inv_1: 3 / 3
nor3_1: 3 / 3
conb_1: 2 / 3
a21o_1: 2 / 2
nand2_1: 2 / 2
xor2_1: 2 / 2
nor2_1: 2 / 2
fa_1: 2 / 2
## worst max-delay path, stage by stage
cell             delay [ns]
clkdlybuf4s50_1        0.43
fa_1                   0.47
fa_1                   0.46
a211o_1                0.30
a211oi_1               0.37
a21oi_1                0.16
ha_1                   0.23
ha_1                   0.20
nor4bb_1               0.48
a2111oi_4              0.14
a211oi_1               0.24
clkdlybuf4s50_1        0.51
No activity file was given, so power comes from the tool's default toggle rates.
