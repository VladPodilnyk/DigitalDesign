### /design/flow/config.mk
export PLATFORM = sky130hd
export DESIGN_NAME = main_circuit
export DESIGN_NICKNAME = main_circuit
export VERILOG_FILES = /design/flow/design.v
export SDC_FILE = /design/flow/constraint.sdc
export NUM_CORES = 4
export LEC_CHECK = 1
export CORE_AREA = 10 10 70 70
export DIE_AREA = 0 0 80 80
### /design/flow/run.sh
#!/bin/bash
# OpenROAD 26Q1-2900-gdf79404cd8, Yosys 0.63+post, stock flow scripts
make -C /OpenROAD-flow-scripts/flow DESIGN_CONFIG=/design/flow/config.mk WORK_HOME=/design/flow/orfs finish
### /design/flow/constraint.sdc
current_design main_circuit

set clk_period 8.2
set clk_io_pct 0.2

create_clock -name clk0 -period $clk_period

set non_clock_inputs [all_inputs -no_clocks]
set_input_delay [expr $clk_period * $clk_io_pct] -clock clk0 $non_clock_inputs
set_output_delay [expr $clk_period * $clk_io_pct] -clock clk0 [all_outputs]
### /design/flow/design.v
module part2(v, d);
  input [3:0] v;
  output [13:0] d;
  wire [3:0] a;
  wire z;
  wire [3:0] select_d0;
  comparator comp(.v(v), .z(z));
  mux2_4bit mux(.v(v), .a(a), .sel(z), .out(select_d0));
  circuit_A  cA(.v(v), .a(a));
  convert_Z_signal zconv(.z(z), .out(d[13:7]));
  seven_bit_decoder bcd_dec(.in_d(select_d0), .out(d[6:0]));  
endmodule
module comparator(v, z);
  input [3:0] v;
  output z;
  assign z = (v[3] & v[1]) | (v[3] & v[2]);
endmodule
module mux2_4bit(v, a, sel, out);
  input [3:0] v;
  input [3:0] a;
  input sel;
  output [3:0] out;
  assign out = sel ? a : v;
endmodule
module circuit_A(v, a);
  input [3:0] v;
  output [3:0] a;
  assign a[0] = v[3] & v[0];
  assign a[1] = v[2] & ~v[1];
  assign a[2] = v[2] & v[1];
  assign a[3] = 0;
endmodule
module seven_bit_decoder(in_d, out);
  input [3:0] in_d;
  output [6:0] out;
  assign out[0] = ~(in_d[3] | in_d[1] | (in_d[2] & in_d[0]) | (~in_d[2] & ~in_d[0]));
  assign out[1] = ~(in_d[3] | ~in_d[2]| (in_d[1] & in_d[0]) | (~in_d[3] & ~in_d[1] & ~in_d[0]));
  assign out[2] = ~(in_d[3] | in_d[2] | ~in_d[1] | in_d[0]);
  assign out[3] = ~(in_d[3] | (~in_d[2] & in_d[1]) | (in_d[1] & ~in_d[0]) | (~in_d[2] & ~in_d[0])
                  | (~in_d[3] & in_d[2] & ~in_d[1] & in_d[0]));
  assign out[4] = ~((~in_d[2] & ~in_d[0]) | (in_d[1] & ~in_d[0]));
  assign out[5] = ~(in_d[3] | (in_d[2] & ~in_d[0]) | (in_d[2] & ~in_d[1]) | (~in_d[3] & ~in_d[1] & ~in_d[0]));
  assign out[6] = ~(in_d[3] | (~in_d[2] & in_d[1]) | (in_d[2] & ~in_d[0]) | (in_d[2] & ~in_d[1]));  
endmodule
module convert_Z_signal(z, out);
  input z;
  output [6:0] out;
  assign out[6] = 1;
  assign out[5:3] = {3{z}};
  assign out[0] = z;
  assign out[2:1] = 0;
endmodule
module ripple_carry_adder(f_nibble, s_nibble, carry_in, carry_out, sum);
    input [3:0] f_nibble;
    input [3:0] s_nibble;
    input carry_in;
    output carry_out;
    output [3:0] sum;
    wire [2:0] ripple_carry_sig;
    full_adder lsb(f_nibble[0], s_nibble[0], carry_in, ripple_carry_sig[0], sum[0]);
    full_adder second_bit(f_nibble[1], s_nibble[1], ripple_carry_sig[0], ripple_carry_sig[1], sum[1]);
    full_adder third_bit(f_nibble[2], s_nibble[2], ripple_carry_sig[1], ripple_carry_sig[2], sum[2]);
    full_adder msb(f_nibble[3], s_nibble[3], ripple_carry_sig[2], carry_out, sum[3]);
endmodule
module full_adder(f_bit, s_bit, carry_in, carry_out, s);
    input f_bit;
    input s_bit;
    input carry_in;
    output s;
    output carry_out;
    assign s = f_bit ^ s_bit ^ carry_in;
    assign carry_out = (f_bit & s_bit) | (carry_in & (f_bit ^ s_bit));
endmodule
module main_circuit(x, y, carry_in, d, err_led);
  input [3:0] x;
  input [3:0] y;
  input carry_in;
  output err_led;
  output [13:0] d;
  wire z;
  wire [1:0] error_check;
  wire [4:0] v;
  wire [3:0] a;
  wire [3:0] select_d0;
  comparator compar1(.v(x), .z(error_check[0]));
  comparator compar2(.v(y), .z(error_check[1]));
  assign err_led = error_check[0] | error_check[1];
  ripple_carry_adder adder(.f_nibble(x), .s_nibble(y), .carry_in(carry_in), 
                           .carry_out(v[4]), .sum(v[3:0]));
  comp comparator3(.v(v), .z(z));
  mux2_4bit mux(.v(v[3:0]), .a(a), .sel(z), .out(select_d0));
  circuit_a  cA(.v(v), .a(a)); 
  convert_Z_signal zconv(.z(z), .out(d[13:7]));
  seven_bit_decoder bcd_dec(.in_d(select_d0), .out(d[6:0]));  
endmodule
module comp(v, z);
  input [4:0] v;
  output z;
  assign z = (v[3] & v[1]) | (v[3] & v[2]) | v[4];
endmodule
module circuit_a(v, a);
  input [4:0] v;
  output [3:0] a;
  assign a[0] = v[3] & v[0] | v[4] & v[0];
  assign a[1] = v[2] & ~v[1] | v[4] & ~v[1];
  assign a[2] = v[2] & v[1] | v[4] & ~v[1];
  assign a[3] = v[4] & v[1];
endmodule
==> flow_metrics.tcl <==
# collected from the flow reports
set metrics [dict create \
    p_leak_nw 0.246 \
    synthTopCellsByArea "fa_1 (18%), buf_4 (15%), inv_1 (5.8%)" \
    worst_ir_drop_vdd_uv 40.8 \
    fmax_ghz 0.149 \
    avgRoutedWirePerCell_um 9.69 \
    place_hpwl_um 999 \
    wl_um 1160 \
    fp_util_pct 13.2 \
    synth_cell_types 25 \
    lay_top_count "clkdlybuf4s50_1" \
    fin_crit_ns 6.70 \
    cp.required_ns 6.56 \
    layout_top_cells "clkdlybuf4s50_1 (21), inv_1 (7), nand3_1 (4), o21ai_0 (4), fa_1 (4)" \
    globalplace.congestion 0.678 \
    antenna_cells 0 \
    flops 0 \
    synth_cells 64 \
    hold_path_depth 4 \
    nClkBuffers 0 \
    grt_start_max_net_pins 17 \
    post-cts-setup-buffers 0 \
    finish.instance_area_sq_um 638 \
    hold_violations 0 \
    top_area_share_pct 17.8 \
    finalClockPeriodUsage_pct 81.7 \
    drive_gt1_share_pct 1.35 \
    path_class "in -> out" \
    warning_count 32 \
    num_vias 443 \
    grt_pass1_wl_um 1880 \
    netlist_area_sq_um 449 \
    cts_hold_buf 0 \
    viasPerCell 3.69 \
    finalSetupViolations 0 \
    grt_overflow 0 \
    ys_cells 64 \
    totalNegativeSetupSlack_ns 0 \
    hp-class "in -> out" \
    io_buffers 21 \
    drt_iter0_drc 8 \
    slew-limit-headroom_pct 65.0 \
    dr.pass1.iters 3 \
    antenna_found_initial 0 \
    tightest_slew_ns 0.525 \
    syn-mean-instance-area_sq_um 7.02 \
    placedInstanceArea_sq_um 638 \
    fill_cells 404 \
    seq_area_frac_synth_pct 0 \
    cp_max_fo 16 \
    grt_setup_unrepaired "no" \
    yosysWarnings 0 \
    std_cell_rows 21 \
    synth_top_cell_by_area "fa_1" \
    grt_pass1_vias 420 \
    core_sq_um 3420 \
    cp-end-kind "output port" \
    ioPinCount 24 \
    critPathLaunchType "input pin" \
    die-height_um 80 \
    slew_violations 0 \
    yosys_area_sq_um 449 \
    arrival_ns 5.06 \
    ctsResizeCount 0 \
    ff_latch_area_sq_um 0 \
    fp.dieW_um 80 \
    cap_viol_max_count 0 \
    status "finished clean" \
    post-route-drc-count 0 \
    grt.total_usage_pct 3.34 \
    floorplan.die_area_sq_um 6400 \
    area_delta_synth_final_pct 42.1 \
    drtAntennaViolNets 0 \
    power_density_nw_per_um2 118 \
]
path summary, 6_finish.rpt:
path | from | to | slack [ns]
worst max-delay path | y[0] | d[5] | 1.50
worst min-delay path | y[3] | err_led | 4.27
kinds of logic (layout without fill, tap and decap cells):
family	Yosys count	in the layout	share of synthesized area, %
XOR/XNOR	3	3	5.85
other	2	3	1.67
AND-OR/OR-AND	13	13	18.9
adder cells (fa/ha/maj)	5	5	20.3
multiplexers	2	2	4.46
buffers and inverters	19	28	24.2
AND/OR/NAND/NOR	20	20	24.5
synthesized netlist by cell type, drive strengths merged (2+ instances only):
cell      n
conb      2
or3       3
buf      12
nor2b     3
o21ai     4
fa        4
nand2b    2
o31ai     2
nor3      2
nand2     3
xor2      2
nand3     4
inv       7
mux2i     2
a2bb2oi   2
a21oi     2
cell type report:
cell class	count	area [sq um]	area share [%]
inverter	7	26.3	4.12
tap	46	57.6	9.02
multi-input combinational	46	344	53.9
timing repair buffer	21	210	32.9
critical path, cell delays in order:
cell	delay, ns
clkdlybuf4s50_1	0.45
inv_1	0.05
fa_1	0.43
fa_1	0.37
inv_1	0.07
fa_1	0.18
fa_1	0.62
maj3_2	0.38
or3_1	0.31
nand3_1	0.08
clkdlybuf4s50_1	0.47
per-layer routing:
layer	routed length, um	vias to the layer above	GRT usage (%)
li1	-	226	-
met1	556	204	4.43
met2	555	13	6.02
met3	50	0	0.341
met4	0	0	0
met5	0	-	0
where the power goes:
| group | internal (W) | switching [W] | total [W] |
|---|---|---|---|
| clock | 0 | 0 | 0 |
| combinational | 0.0000437 | 0.0000317 | 0.0000753 |
| sequential | 0 | 0 | 0 |
| total | 0.0000437 | 0.0000317 | 0.0000753 |
stage by stage:
stage          hold WS, ns  worst slack, ns  std cells  total power, W  util (%)
5_1_grt               4.33             1.29        120       0.0000842      18.7
3_3_place_gp          4.28             1.52        120       0.0000749      18.7
4_1_cts               4.29             1.48        120       0.0000770      18.7
6_report              4.27             1.50        120       0.0000753      18.7
2_1_floorplan         3.36             2.74         65       0.0000485         -
3_5_place_dp          4.29             1.48        120       0.0000768      18.7
Power is estimated from default activity; no workload was simulated.
