<file path="/design/flow/design.v">
module ripple_carry_adder(f_nibble, s_nibble, carry_in, carry_out, sum);
    input [3:0] f_nibble;
    input [3:0] s_nibble;
    input carry_in;
    output carry_out;
    output [3:0] sum;
    wire [2:0] ripple_carry_sig;
    full_adder lsb(f_nibble[0], s_nibble[0], carry_in, ripple_carry_sig[0], sum[0]);
    full_adder second_bit(f_nibble[1], s_nibble[1], ripple_carry_sig[0], ripple_carry_sig[1], sum[1]);
    full_adder third_bit(f_nibble[2], s_nibble[2], ripple_carry_sig[1], ripple_carry_sig[2], sum[2]);
    full_adder msb(f_nibble[3], s_nibble[3], ripple_carry_sig[2], carry_out, sum[3]);
endmodule
module full_adder(f_bit, s_bit, carry_in, carry_out, s);
    input f_bit;
    input s_bit;
    input carry_in;
    output s;
    output carry_out;
    assign s = f_bit ^ s_bit ^ carry_in;
    assign carry_out = (f_bit & s_bit) | (carry_in & (f_bit ^ s_bit));
endmodule
module multiplier_4bit
(
  input  [3:0] a,
  input  [3:0] b,
  output [7:0] p
);
  wire       c_in;
  wire [10:0] c_out;
  wire [5:0] tmp_sum;
  assign c_in = 0;
  assign p[0] = a[0] & b[0];
  full_adder add0(a[1] & b[0], a[0] & b[1], c_in, c_out[0], p[1]);
  full_adder add1(a[2] & b[0], a[1] & b[1], c_out[0], c_out[1], tmp_sum[0]);
  full_adder add2(a[3] & b[0], a[2] & b[1], c_out[1], c_out[2], tmp_sum[1]);
  full_adder add3(a[3] & b[1], 0, c_out[2], c_out[3], tmp_sum[2]);
  full_adder add4(a[0] & b[2], tmp_sum[0], c_in, c_out[4], p[2]);
  full_adder add5(a[1] & b[2], tmp_sum[1], c_out[4], c_out[5], tmp_sum[3]);
  full_adder add6(a[2] & b[2], tmp_sum[2], c_out[5], c_out[6], tmp_sum[4]);
  full_adder add7(a[3] & b[2], c_out[3], c_out[6], c_out[7], tmp_sum[5]);
  full_adder add8(a[0] & b[3], tmp_sum[3], c_in, c_out[8], p[3]);
  full_adder add9(a[1] & b[3], tmp_sum[4], c_out[8], c_out[9], p[4]);
  full_adder add10(a[2] & b[3], tmp_sum[5], c_out[9], c_out[10], p[5]);
  full_adder add11(a[3] & b[3], c_out[7], c_out[10], p[7], p[6]);
endmodule
</file>
<file path="/design/flow/run.sh">
#!/bin/bash
# OpenROAD 26Q1-2900-gdf79404cd8, Yosys 0.63+post, stock flow scripts
make -C /OpenROAD-flow-scripts/flow DESIGN_CONFIG=/design/flow/config.mk WORK_HOME=/design/flow/orfs finish
</file>
<file path="/design/flow/config.mk">
export PLATFORM = sky130hd
export DESIGN_NAME = multiplier_4bit
export DESIGN_NICKNAME = multiplier_4bit
export VERILOG_FILES = /design/flow/design.v
export SDC_FILE = /design/flow/constraint.sdc
export NUM_CORES = 4
export LEC_CHECK = 1
export CORE_AREA = 10 10 70 70
export DIE_AREA = 0 0 80 80
</file>
<file path="/design/flow/constraint.sdc">
current_design multiplier_4bit

set clk_period 4.5
set clk_io_pct 0.2

create_clock -name clk0 -period $clk_period

set non_clock_inputs [all_inputs -no_clocks]
set_input_delay [expr $clk_period * $clk_io_pct] -clock clk0 $non_clock_inputs
set_output_delay [expr $clk_period * $clk_io_pct] -clock clk0 [all_outputs]
</file>
==> impl_metrics.env <==
# yosys + openroad results
export IMPL_postLayoutCoreUtil_pct=18.3
export IMPL_core_mm2=0.00342
export IMPL_cp_arrival_ns=4.12
export IMPL_io_pins=16
export IMPL_grt_max_degree=5
export IMPL_stdcell_area_um2=624
export IMPL_crit_chain="buf_6, and2_4, ha_4, fa_2, inv_2, fa_1, inv_2, fa_2, inv_2, fa_2, inv_2, fa_1, inv_2, fa_2, inv_2, fa_1, buf_2"
export IMPL_grt_pass1_wl_mm=1.62
export IMPL_syn_area_um2=394
export IMPL_path_common_cell="inv_2"
export IMPL_flops=0
export IMPL_hold_class="primary input to output port"
export IMPL_synth_top_area_share_pct=40.6
export IMPL_p_switching_uw=26.6
export IMPL_numPortBuffers=16
export IMPL_swShare_pct=38.5
export IMPL_end_kind="output port"
export IMPL_holdPathStages=3
export IMPL_critical_path_required_ns=3.60
export IMPL_power_density_mw_per_mm2=111
export IMPL_overflow=0
export IMPL_ys_warn_count=1
export IMPL_finalSetupViolCount=3
export IMPL_hold_buffers=0
export IMPL_finalCritPeriodShare_pct=112
export IMPL_hold_start="a[0]"
export IMPL_start_kind="primary input"
export IMPL_slew_violations=0
export IMPL_ant_nets=0
export IMPL_crit_slowest_cell="fa_1"
export IMPL_logic_area_um2=338
export IMPL_final_min_clock_period_ns=5.02
export IMPL_warning_count=35
export IMPL_routed_via_density=2.84
export IMPL_die_x_um=80
export IMPL_drt_first_pass_iters=1
export IMPL_grt_antenna_before_repair=0
export IMPL_dpl_hpwl_um=814
export IMPL_min_to="p[0]"
export IMPL_drc=0
export IMPL_nClkBuffers=0
export IMPL_p_seq_share_pct=0
export IMPL_fillers=404
export IMPL_outcome="complete, but fails checks"
export IMPL_synth_area_yosys_um2=394
export IMPL_wl_per_cell_um=7.99
export IMPL_synth_seq_share_pct=0
export IMPL_ys_top_cells_by_area="fa_1 41%, and2_1 19%, buf_4 13%"
export IMPL_seq_area_um2=0
export IMPL_worst_pin_slew_ns=0.130
export IMPL_hold_viol=0
export IMPL_power_total_uw=69.0
export IMPL_dieArea_mm2=0.00640
export IMPL_largest_area_cell="fa_1"
export IMPL_dr_total_vias=301
export IMPL_drive_gt1_share_pct=56.7
export IMPL_p_leak_uw=0.000300
export IMPL_placedInstanceArea_um2=619
export IMPL_criticalPathCategory="primary input to output port"
export IMPL_cpPeakStageDelay_ns=0.54
export IMPL_crit_cells=17
export IMPL_synth_cells=46
export IMPL_rsz0062_at_grt="yes"
export IMPL_diodes=0
export IMPL_synthDistinctLibCells=6
export IMPL_grt_usage_pct=3.03
export IMPL_place_ws_ns=-1.32
export IMPL_synth_area_per_cell_um2=8.57
export IMPL_yosys_cells=46
export IMPL_finalWorstSetupSlack_ns=-0.521
export IMPL_max_freq_mhz=199
export IMPL_slew_limit_headroom_pct=91.3
export IMPL_violations="setup timing"
export IMPL_grt_pass1_vias=374
export IMPL_critical_path_buf_inv_count=8
export IMPL_gp_congestion=0.774
export IMPL_vdd_drop_max_mv=0.0317
export IMPL_cap_violations=0
export IMPL_finalSetupTns_ns=-1.19
export IMPL_clkPwrFrac_pct=0
export IMPL_drt_iter0_markers=0
export IMPL_fp_util_pct=11.5
export IMPL_comb_power_share_pct=100.0
export IMPL_crit_fanout=2
export IMPL_routed_wirelength_um=847
export IMPL_rows=21
export IMPL_area_growth_pct=58.4
export IMPL_die_size_y_um=80
export IMPL_crit_family="adder cells"
export IMPL_p_int_uw=42.4
==> placed cells by master (no fill, tap or decap) <==
master	count
and2_4	4
fa_1	3
nand2_1	3
clkdlybuf4s50_1	6
ha_1	3
inv_2	9
buf_6	4
buf_2	4
inv_1	2
clkbuf_2	1
buf_8	1
dlymetal6s2s_1	1
fa_2	5
buf_4	4
ha_4	1
nand2_2	1
and2_1	8
==> cell type report <==
class | instances | share of cell area (%)
Multi-Input combinational cell | 28 | 54.1
Timing Repair Buffer | 21 | 30.1
Tap cell | 46 | 9.22
Inverter | 11 | 6.61
==> metal layers <==
layer / routed length [um] / track usage (%) / vias to the layer above
met3: 68 / 0.909 / 0
met5: 0 / 0 / -
met4: 0 / 0 / 0
li1: - / - / 152
met1: 365 / 3.59 / 140
met2: 413 / 5.54 / 9
==> through the flow <==
step                instances  hold slack (ns)
finish                    106             2.43
global route              106             2.46
CTS                       106             2.45
detailed placement        105             2.84
global placement          105             2.84
floorplan                  46             1.87
==> synth_stat cells <==
cell type  number
inv_1          11
ha_1            4
nand2_1         4
and2_1         12
fa_1            8
buf_4           7
==> kinds of logic (layout without fill, tap and decap cells) <==
group	after synthesis	in the layout	share of synthesized area [%]
simple gates	16	16	22.9
fa+ha+maj	12	12	53.3
buf+inv	18	32	23.8
==> power groups by stage <==
stage	Clock (uW)	Combinational, uW	Sequential, uW
4_1_cts	0	70.2	0
5_1_grt	0	82.4	0
6_report	0	69.0	0
==> how the worst max path moves through the flow <==
stage     from   end  slack (ns)
4_1_cts   a[0]  p[6]       -0.59
6_report  b[1]  p[6]       -0.52
5_1_grt   a[0]  p[6]       -0.68
==> timing repair <==
action | in CTS | in global routing
endpoints found under the hold margin | 0 | 0
buffers inserted | 1 | 0
endpoints found under the setup margin | 5 | 4
pin swaps | 10 | 11
resized | 40 | 7
No activity file was given, so power comes from the tool's default toggle rates.
